## /design/flow/run.sh

```bash
#!/bin/bash
# OpenROAD 26Q1-2900-gdf79404cd8, Yosys 0.63+post, stock flow scripts
make -C /OpenROAD-flow-scripts/flow DESIGN_CONFIG=/design/flow/config.mk WORK_HOME=/design/flow/orfs finish
```

## /design/flow/config.mk

```make
export PLATFORM = sky130hd
export DESIGN_NAME = MUX_ADD
export DESIGN_NICKNAME = MUX_ADD
export VERILOG_FILES = /design/flow/design.v
export SDC_FILE = /design/flow/constraint.sdc
export NUM_CORES = 4
export LEC_CHECK = 1
export CORE_AREA = 10 10 75 75
export DIE_AREA = 0 0 85 85
```

## /design/flow/constraint.sdc

```tcl
current_design MUX_ADD

set clk_period 1.0
set clk_io_pct 0.2

create_clock -name clk0 -period $clk_period

set non_clock_inputs [all_inputs -no_clocks]
set_input_delay [expr $clk_period * $clk_io_pct] -clock clk0 $non_clock_inputs
set_output_delay [expr $clk_period * $clk_io_pct] -clock clk0 [all_outputs]
```

## /design/flow/design.v

```verilog
module MUX_ADD(
    input ctrl_add,
    input [31:0] input_a,
    input [31:0] input_r,
    input [31:0] input_w,
    output reg [31:0] op_a,
    output reg [31:0] op_b
  );
  always@(*)
  begin
    case (ctrl_add)
      1'b0:
      begin
        op_a=input_r;
        op_b=32'b00111111100000000000000000000000;  
      end
      1'b1:
      begin
        op_a=input_a;
        op_b=input_w;
      end
    endcase
  end
endmodule
```

==> report_table.html <==
<h3>Run summary</h3>
<table>
<tr><th>Metric</th><th>Value</th></tr>
<tr><th colspan="2">Placement</th></tr>
<tr><td>Placed cell count</td><td>279</td></tr>
<tr><td>PortBufs</td><td>161</td></tr>
<tr><td>Dpl cell area</td><td>2400 µm²</td></tr>
<tr><td>DP HPWL</td><td>4520 µm</td></tr>
<tr><td>Placer Congestion</td><td>0.883</td></tr>
<tr><th colspan="2">Synth</th></tr>
<tr><td>Cell count in the Yosys report</td><td>71</td></tr>
<tr><td>Yosys warns</td><td>1</td></tr>
<tr><td>Avg Cell Area, Syn</td><td>10.6 µm²</td></tr>
<tr><td>Post-synthesis sequential area ratio</td><td>0</td></tr>
<tr><td>Distinct cell type count after synthesis</td><td>8</td></tr>
<tr><td>Mapped Area</td><td>752 µm²</td></tr>
<tr><td>Summed standard-cell area reported by yosys</td><td>752 µm²</td></tr>
<tr><td>Gate count of the mapped netlist</td><td>71</td></tr>
<tr><th colspan="2">Layout</th></tr>
<tr><td>Layout cells sized above 1</td><td>0.447</td></tr>
<tr><td>Storage cell area</td><td>0 µm²</td></tr>
<tr><td>Number of clock buffer instances in the layout</td><td>0</td></tr>
<tr><td>Post-synthesis to final-layout area growth</td><td>199%</td></tr>
<tr><td>Post-route cell area</td><td>2250 µm²</td></tr>
<tr><td>Filler Cells Inserted</td><td>379</td></tr>
<tr><td>Post-layout instance count excluding filler cells</td><td>287</td></tr>
<tr><td>Seq Cell Count</td><td>0</td></tr>
<tr><th colspan="2">Global route</th></tr>
<tr><td>Vias in the first global route</td><td>1293</td></tr>
<tr><td>Pin count of the biggest net entering global routing</td><td>16</td></tr>
<tr><td>Initial antenna violation count</td><td>0</td></tr>
<tr><td>Overflow after GRT</td><td>0</td></tr>
<tr><td>Wire length of the first global-routing pass</td><td>7310 µm</td></tr>
<tr><td>Total track usage</td><td>0.126</td></tr>
<tr><th colspan="2">Final timing</th></tr>
<tr><td>Setup repair after global routing missed its margin</td><td>true</td></tr>
<tr><td># setup viols final</td><td>42</td></tr>
<tr><td>Final Hold Slack</td><td>672 ps</td></tr>
<tr><td>Max frequency</td><td>840 MHz</td></tr>
<tr><td>Part of the cycle the worst path needs</td><td>1.19</td></tr>
<tr><td>Final total negative setup slack</td><td>-4170 ps</td></tr>
<tr><td>Minimum clock period after layout</td><td>1190 ps</td></tr>
<tr><td>Crit path setup slack, layout</td><td>-190 ps</td></tr>
<tr><td>Final Hold Viols</td><td>0</td></tr>
<tr><td>Remaining max-slew budget at the tightest pin</td><td>0.932</td></tr>
<tr><td>Final Max-Slew Violation Tally</td><td>0</td></tr>
<tr><td>Transition time at the pin with the least slew margin</td><td>102 ps</td></tr>
<tr><th colspan="2">Setup path</th></tr>
<tr><td>Kind of launch point of the worst setup path</td><td>primary input</td></tr>
<tr><td>Worst path required time</td><td>800 ps</td></tr>
<tr><td>Cell count along the critical path</td><td>5</td></tr>
<tr><td>Critical-path cell with the highest stage delay</td><td>sky130_fd_sc_hd__mux2_4</td></tr>
<tr><td>Delay of the slowest critical-path stage</td><td>280 ps</td></tr>
<tr><td>Maximum fanout encountered on the critical timing path</td><td>7</td></tr>
<tr><td>Worst Setup SP</td><td>ctrl_add</td></tr>
<tr><td>Arrival time reported for the critical path endpoint</td><td>990 ps</td></tr>
<tr><td>Kind of end point of the critical path</td><td>output pin</td></tr>
<tr><td>Capture point of the worst path</td><td>op_a[12]</td></tr>
<tr><td>Category of cells accounting for the largest share of critical-path delay</td><td>buffers and inverters</td></tr>
<tr><td>Category of the critical setup timing path</td><td>primary input to output pin</td></tr>
<tr><td>Ordered cell list for the critical path</td><td>buf_12 -&gt; buf_16 -&gt; buf_4 -&gt; mux2_4 -&gt; buf_2</td></tr>
<tr><td>Count of buffering cells on the critical path with inverters included</td><td>4</td></tr>
<tr><th colspan="2">Clocking</th></tr>
<tr><td>Cts hold-fix bufs</td><td>0</td></tr>
<tr><th colspan="2">Power and ir drop</th></tr>
<tr><td>Worst IR Drop VDD</td><td>0.153 mV</td></tr>
<tr><td>Power density over cell area</td><td>359 nW/µm²</td></tr>
<tr><td>Standby leakage power</td><td>1.29 nW</td></tr>
<tr><td>Post-layout power</td><td>808 µW</td></tr>
<tr><th colspan="2">Drt</th></tr>
<tr><td>Via Count</td><td>1134</td></tr>
<tr><td>Vias per std cell</td><td>3.95</td></tr>
<tr><td>Wire length reported by the detailed router</td><td>5010 µm</td></tr>
<tr><td>Wire length per cell</td><td>17.4 µm</td></tr>
<tr><td>Drc violations</td><td>0</td></tr>
<tr><td>Diodes inserted</td><td>0</td></tr>
<tr><td>DR iter-0 viols</td><td>19</td></tr>
<tr><td>Number of nets still failing antenna checks after routing</td><td>0</td></tr>
<tr><td>Length of the first detailed-routing pass in iterations</td><td>2</td></tr>
<tr><th colspan="2">Run status</th></tr>
<tr><td>Outcome</td><td>complete, but fails checks</td></tr>
<tr><td>Violated checks</td><td>setup timing</td></tr>
<tr><th colspan="2">Flow run</th></tr>
<tr><td>Max cap viols</td><td>0</td></tr>
<tr><td>OpenROAD warning count</td><td>35</td></tr>
<tr><th colspan="2">Die</th></tr>
<tr><td>Boundary Pins</td><td>161</td></tr>
<tr><td>Floorplan Core Area</td><td>4060 µm²</td></tr>
<tr><td>Pre-Place Util</td><td>0.185</td></tr>
<tr><td>Die y size</td><td>85 µm</td></tr>
<tr><td>Chip area</td><td>7230 µm²</td></tr>
<tr><td>Die W</td><td>85 µm</td></tr>
<tr><td>Cell row count</td><td>23</td></tr>
<tr><th colspan="2">Worst hold path</th></tr>
<tr><td>Path class of the lowest-slack min-delay path</td><td>primary input to output pin</td></tr>
</table>
## cells in the mapped netlist
library cell,count,share of area
sky130_fd_sc_hd__mux2_4,28,0.56
sky130_fd_sc_hd__and2_1,25,0.21
sky130_fd_sc_hd__nand2b_1,7,0.058
sky130_fd_sc_hd__mux2_2,4,0.060
sky130_fd_sc_hd__buf_12,3,0.080
sky130_fd_sc_hd__buf_2,2,0.013
sky130_fd_sc_hd__buf_6,1,0.015
sky130_fd_sc_hd__clkbuf_2,1,0.0066
## power by group
part           leakage, nW  switching, mW  internal [mW]  total (mW)
logic                 1.29          0.193          0.615       0.808
clock network            0              0              0           0
registers                0              0              0           0
total                 1.29          0.193          0.615       0.808
## layer usage
layer  share of wire  GRT usage  vias up
met4          0.0054    0.00599        0
met1            0.35      0.129      467
met3            0.15     0.0674        2
met5               0          0        -
li1                -          -      572
met2            0.50      0.230       93
## cell usage in the layout (no fill, tap or decap)
cell type                          n
sky130_fd_sc_hd__clkbuf_2          2
sky130_fd_sc_hd__and2_1           25
sky130_fd_sc_hd__mux2_2            1
sky130_fd_sc_hd__buf_2            48
sky130_fd_sc_hd__buf_4             3
sky130_fd_sc_hd__dlygate4sd2_1    87
sky130_fd_sc_hd__nand2b_4          1
sky130_fd_sc_hd__mux2_4           31
sky130_fd_sc_hd__dlymetal6s2s_1    5
sky130_fd_sc_hd__buf_16            3
sky130_fd_sc_hd__nand2b_1          6
sky130_fd_sc_hd__buf_12            6
sky130_fd_sc_hd__buf_6            11
sky130_fd_sc_hd__clkdlybuf4s50_1   8
## through the flow
step / util / setup WS (ps)
2_1_floorplan: - / 44.7
3_3_place_gp: 0.592 / -527
3_5_place_dp: 0.592 / -534
4_1_cts: 0.544 / -195
5_1_grt: 0.555 / -212
6_report: 0.555 / -190
## repair_timing
item,CTS,global route
setup buffers,1,4
endpoints found under the setup margin,64,50
pin swaps,14,5
cloned,3,0
gates resized,288,10
## logic make-up after synthesis
group | synth area share
simple gates | 0.266
buf+inv | 0.115
mux | 0.619
## layout make-up
class              instances  area (µm²)  share of cell area
repair buffers           173        1500               0.668
well taps                 50        62.6              0.0278
multi-input cells         64         684               0.304
## worst min path at each step
| stage | start | endpoint | slack, ps | depth (start not counted) |
|---|---|---|---|---|
| CTS | input_w[23] | op_b[23] | 760 | 3 |
| global route | input_w[20] | op_b[20] | 700 | 3 |
| finish | input_w[20] | op_b[20] | 670 | 3 |
Power figures rest on the tool's default switching activity, not on a simulated workload.
